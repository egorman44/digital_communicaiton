## design/flow/constraint.sdc

```tcl
current_design shift8

set clk_period 2.0
set clk_io_pct 0.2

create_clock -name clk0 -period $clk_period

set non_clock_inputs [all_inputs -no_clocks]
set_input_delay [expr $clk_period * $clk_io_pct] -clock clk0 $non_clock_inputs
set_output_delay [expr $clk_period * $clk_io_pct] -clock clk0 [all_outputs]
```

## design/flow/config.mk

```make
export PLATFORM = sky130hd
export DESIGN_NAME = shift8
export DESIGN_NICKNAME = shift8
export VERILOG_FILES = /design/flow/design.v
export SDC_FILE = /design/flow/constraint.sdc
export NUM_CORES = 4
export LEC_CHECK = 1
export CORE_AREA = 10 10 70 70
export DIE_AREA = 0 0 80 80
```

## design/flow/design.v

```verilog
package gf_pkg;
   parameter N_LEN	= 255;
   parameter K_LEN	= 239;
   parameter ROOTS_NUM  = N_LEN-K_LEN;
   parameter T_LEN	= ROOTS_NUM / 2;
   parameter SYMB_WIDTH = 8;
   parameter POLY	= 285;
   parameter SYMB_NUM	= 2 ** SYMB_WIDTH;
   parameter FIELD_CHARAC = SYMB_NUM - 1;
   parameter BUS_WIDTH_IN_SYMB = 4;
   parameter [SYMB_WIDTH-1:0] FIRST_ROOT = 1;
   parameter LEN_WIDTH = $clog2(T_LEN+1);
   parameter ROOTS_PER_CYCLE__CHIEN = 16;
   parameter ROOTS_NUM__CHIEN = SYMB_NUM - 2;
   parameter NON_VALID__CHIEN = ROOTS_NUM__CHIEN % ROOTS_PER_CYCLE__CHIEN; 
   parameter CYCLES_NUM__CHIEN = (NON_VALID__CHIEN != 0) ? ((ROOTS_NUM__CHIEN / ROOTS_PER_CYCLE__CHIEN) + 1) : (ROOTS_NUM__CHIEN/ROOTS_PER_CYCLE__CHIEN);   
   parameter CNTR_WIDTH__CHIEN = $clog2(CYCLES_NUM__CHIEN);
   parameter FF_STEP__CHIEN_POLY_EVAL = 1;
   parameter FF_NUM__CHIEN_POLY_EVAL = (T_LEN/FF_STEP__CHIEN_POLY_EVAL)-1;
   parameter FF_STEP__CHIEN_BIT_CONV = T_LEN / 3;
   parameter FF_NUM__CHIEN_BIT_CONV = (T_LEN/FF_STEP__CHIEN_BIT_CONV)-1;
   typedef logic [SYMB_WIDTH-1:0] alpha_to_symb_t [SYMB_NUM-1:0];
   typedef logic [SYMB_WIDTH-1:0] all_alpha_t [SYMB_NUM-2:0];
   typedef logic [SYMB_WIDTH-1:0] alpha_t;
   typedef logic [SYMB_WIDTH-1:0] symb_t;
   typedef logic [SYMB_WIDTH-1:0] poly_t [T_LEN:0];
   typedef poly_t poly_array_t [ROOTS_NUM:0];
   typedef poly_t poly_array_q_t [ROOTS_NUM:1];
   function alpha_to_symb_t gen_alpha_to_symb();
      for(int i = 0; i < SYMB_NUM; ++i) begin
	 if(i == 0)
	   gen_alpha_to_symb[0] = 1;
	 else begin
	    if (gen_alpha_to_symb[i-1][SYMB_WIDTH-1])
	      gen_alpha_to_symb[i] = (gen_alpha_to_symb[i-1] << 1) ^ POLY[SYMB_WIDTH-1:0];
	    else
	      gen_alpha_to_symb[i] = (gen_alpha_to_symb[i-1] << 1);
	 end
      end  
   endfunction  
   function symb_t alpha_to_symb(alpha_t alpha);
      alpha_to_symb_t alpha_to_symb_tbl;
      alpha_to_symb_tbl = gen_alpha_to_symb();
      alpha_to_symb	= alpha_to_symb_tbl[alpha];
   endfunction  
   function alpha_to_symb_t gen_symb_to_alpha ();
      alpha_to_symb_t alpha_to_symb_tbl;
      alpha_to_symb_tbl = gen_alpha_to_symb();
      gen_symb_to_alpha[0] = 0;	 
      for(int i = 0; i < SYMB_NUM; ++i) begin
	 gen_symb_to_alpha[alpha_to_symb_tbl[i]] = i[SYMB_WIDTH-1:0];
      end
   endfunction  
   function alpha_t symb_to_alpha(symb_t symb);
      alpha_to_symb_t symb_to_alpha_tbl;
      symb_to_alpha_tbl = gen_symb_to_alpha();
      symb_to_alpha	= symb_to_alpha_tbl[symb];
   endfunction  
   function symb_t gf_mult(symb_t symb_a, symb_t symb_b);
      alpha_t alpha_a, alpha_b, alpha_sum;      
      alpha_a = symb_to_alpha(symb_a);
      alpha_b = symb_to_alpha(symb_b);
      alpha_sum = (alpha_a + alpha_b) % FIELD_CHARAC;
      if((symb_a == 0) || (symb_b == 0))
	gf_mult = 0;
      else
	gf_mult = alpha_to_symb(alpha_sum);
   endfunction  
   function symb_t gf_div(symb_t dividend, symb_t divider);
      alpha_t alpha_dividend, alpha_divider, alpha_diff, alpha_diff_test;
      alpha_dividend = symb_to_alpha(dividend);
      alpha_divider = symb_to_alpha(divider);
      alpha_diff = (alpha_dividend + FIELD_CHARAC - alpha_divider) % FIELD_CHARAC;
      if(dividend == 0)
	gf_div = 0;
      else
	gf_div = alpha_to_symb(alpha_diff);
   endfunction  
   function all_alpha_t gen_pow_first_root();
      for(logic[SYMB_WIDTH-1:0] i = 0; i < N_LEN; ++i) begin
	 gen_pow_first_root[i] = (FIRST_ROOT * i) % FIELD_CHARAC;
      end
   endfunction  
   function all_alpha_t gen_pow_first_root_min1();
      for(logic[SYMB_WIDTH-1:0] i = 0; i < N_LEN; ++i) begin
	 gen_pow_first_root_min1[i] = ((FIRST_ROOT-1) * i) % FIELD_CHARAC;
      end
   endfunction  
   function all_alpha_t gen_pow_first_root_neg();
      for(logic[SYMB_WIDTH-1:0] i = 0; i < N_LEN; ++i) begin
	 gen_pow_first_root_neg[i] = FIRST_ROOT*(FIELD_CHARAC-i) % FIELD_CHARAC;
      end
   endfunction  
   function symb_t pow_first_root(symb_t power);
      all_alpha_t pow_first_root_tbl;
      pow_first_root_tbl	= gen_pow_first_root();
      pow_first_root		= alpha_to_symb(pow_first_root_tbl[power]);      
   endfunction  
   function symb_t pow_first_root_neg(symb_t power);
      all_alpha_t pow_first_root_tbl;
      pow_first_root_tbl	= gen_pow_first_root_neg();
      pow_first_root_neg	= alpha_to_symb(pow_first_root_tbl[power]);
   endfunction  
   function symb_t pow_first_root_min1(symb_t power);
      all_alpha_t pow_first_root_tbl;
      pow_first_root_tbl	= gen_pow_first_root_min1();
      pow_first_root_min1	= alpha_to_symb(pow_first_root_tbl[power]);
   endfunction  
   function symb_t gf_mult_power(symb_t symb_a, symb_t root, alpha_t power_x);
      alpha_t alpha_a, alpha_x, alpha_sum, alpha_x_power;
      alpha_a = symb_to_alpha(symb_a);
      alpha_x = symb_to_alpha(root);
      alpha_x_power = (alpha_x * power_x) % FIELD_CHARAC;
      alpha_sum = (alpha_a + alpha_x) % FIELD_CHARAC;
      if((symb_a == 0) || (root == 0))
	gf_mult_power = 0;
      else
	gf_mult_power = alpha_to_symb(alpha_sum);
   endfunction  
   function symb_t gf_inv(symb_t symb);
      alpha_t alpha_inv;
      alpha_inv = SYMB_NUM - 1 - symb_to_alpha(symb);
      gf_inv	= alpha_to_symb(alpha_inv);
   endfunction  
   function symb_t gf_poly_eval(poly_t poly, symb_t symb);
      logic [SYMB_WIDTH-1:0] gf_mult_intrm[T_LEN-1:0];
      logic [SYMB_WIDTH-1:0] xor_intrm[T_LEN-1:0];
      for(int i = 0; i < T_LEN; ++i) begin
	 if(i == 0) begin
	    gf_mult_intrm[i]	= gf_mult(poly[T_LEN],symb);
	 end
	 else
	   gf_mult_intrm[i]	= gf_mult(xor_intrm[i-1], symb);
	 xor_intrm[i]		= gf_mult_intrm[i] ^ poly[T_LEN-1-i];
      end
      gf_poly_eval = xor_intrm[T_LEN-1];
   endfunction  
   function poly_t gf_poly_mult(poly_t poly_a, poly_t poly_b);
      for(int i = 0; i < ROOTS_NUM; ++i)
	gf_poly_mult[i] = gf_mult(poly_a[i], poly_b[i]);
   endfunction  
   function poly_t gf_poly_mult_scalar(poly_t poly_a, symb_t symb);
      for(int i = 0; i < ROOTS_NUM; ++i)
	gf_poly_mult_scalar[i] = gf_mult(poly_a[i], symb);
   endfunction  
   function symb_t gf_poly_sum(poly_t poly_a);
      logic [SYMB_WIDTH-1:0] xor_intrm [ROOTS_NUM-1:1];
      for(int i = 1; i < ROOTS_NUM; ++i) begin
	 if(i == 1)
	   xor_intrm[i] = poly_a[1] ^ poly_a[0];
	 else
	   xor_intrm[i] = poly_a[i] ^ xor_intrm[i-1];
      end
      gf_poly_sum = xor_intrm[ROOTS_NUM-1];
   endfunction  
   function poly_t gf_poly_add(poly_t poly_a, poly_t poly_b);
      for(int i = 0; i < ROOTS_NUM; ++i)
	gf_poly_add[i] = poly_a[i] ^ poly_b[i];
   endfunction  
   function poly_t gf_poly_mult_x(poly_t poly);
      for(int i = 0; i < ROOTS_NUM; ++i) begin
      	if(i == 0)
      	  gf_poly_mult_x[i] = '0;
      	else
      	  gf_poly_mult_x[i] = poly[i-1];
      end
   endfunction  
   function poly_t gf_poly_inv(poly_t poly_in);
      for(int i = 0; i < ROOTS_NUM; ++i)
	gf_poly_inv[i] = gf_inv(poly_in[i]);
   endfunction  
endpackage  
module shift8(
	      input [2:0]   shift_val,
	      input [31:0]  data_i,
	      output [31:0] data_o
	      );
   assign data_o = data_i << 8*shift_val;
endmodule  
```

## design/flow/run.sh

```bash
#!/bin/bash
# OpenROAD 26Q1-2900-gdf79404cd8, Yosys 0.63+post, stock flow scripts
make -C /OpenROAD-flow-scripts/flow DESIGN_CONFIG=/design/flow/config.mk WORK_HOME=/design/flow/orfs finish
```

==> deck_impl_summary.md <==
Key Metrics from the Run

Route
  • 1st-pass router iterations: 3
  • DR vias: 903
  • ANT cells: 0
  • WL per Instance: 13.99 um
  • Drt initial violations: 14
  • Number of vias per cell: 4.383
  • Antenna viol nets, final: 0
  • Routed WL: 2882 um
  • # DRC: 0

Final layout
  • Non-filler cells, final: 206
  • Storage element area: 0 um^2
  • Layout cells sized above 1: 0.1625
  • Area added between synthesis and finish: 127.1%
  • Seq Cell Count: 0
  • Count of clock buffers in the final design: 0
  • Filler cells: 353

Pwr
  • Peak VDD IR: 0.00007386 V
  • LEAKAGE: 0.7348 nW
  • Power per cell area: 178.3 nW/um^2

Critical path
  • CP max FO: 8
  • CP delay by family, top: buffers and inverters
  • Bufs and invs on worst path: 2
  • Crit path DRT: 1.60 ns
  • Arrival time worst endpoint: 1.59 ns
  • Critical Path Sink: data_o[1]
  • WS Path Type: in -> out
  • Crit-path cells: buf_2 -> or2_4 -> nor2_8 -> and2_1 -> clkdlybuf4s50_1
  • CP startpoint: shift_val[2]
  • CP max stage delay: 0.48 ns
  • Setup crit end kind: output pin
  • Crit. path cell count: 5
  • Startpoint types: input port
  • Slowest cell on crit path: clkdlybuf4s50_1

Global routing
  • Global-route wire length before repair: 4353 um
  • GR Overflow Total: 0
  • Largest net degree at the start of global routing: 22
  • Initial antenna violation count: 0
  • GRT Total Usage: 0.08266
  • Vias in the first global route: 877

Synth
  • Seq share, synth: 0
  • Cells after synthesis: 85
  • Mean Syn Cell Area: 7.507 um^2
  • Area of the mapped netlist: 638.1 um^2
  • Yosys stat cell total: 85
  • Yosys warnings: 0
  • Yosys synthesis chip area: 638.1 um^2
  • Yosys cell types: 14

Final timing
  • Slew of the pin with the lowest slew margin: 0.1949 ns
  • RSZ-0062 raised after global routing: true
  • Post-route clock period utilization: 0.9970
  • Rel. slew slack: 0.8664
  • Min Hold Slack: 1.240 ns
  • Setup violators final: 0
  • Final hold vios: 0
  • Achievable Freq: 501.5 MHz
  • Min Tclk post-route: 1.994 ns
  • Max-slew violations: 0

Placement
  • Cells after DPL: 202
  • GPL Wtd Cong: 0.7877
  • DP HPWL: 2452 um
  • # port buffers: 67

Floorplanning
  • Die height: 80 um
  • I/O pins: 67
  • Floorplan core area: 3416 um^2
  • Horiz. Die Dim: 80 um
  • FP Rows: 21
  • Die Size: 6400 um^2
  • Core Util at FP: 0.1868

Run status
  • Status: finished clean

Min path
  • Min-delay src: data_i[7]
  • HP Class: in -> out

Run
  • Tool Warnings: 34
  • Maximum capacitance violations: 0
==> synthesized netlist by cell type <==
| cell | instances | area, um^2 |
|---|---|---|
| nor2b_1 | 8 | 50.05 |
| clkbuf_1 | 1 | 3.750 |
| buf_6 | 5 | 56.30 |
| nor2_1 | 8 | 30.03 |
| or2_1 | 1 | 6.260 |
| and2_1 | 8 | 50.05 |
| o22ai_1 | 8 | 50.05 |
| buf_2 | 1 | 5.000 |
| nand2b_1 | 9 | 56.30 |
| buf_8 | 1 | 15.01 |
| nor2_8 | 1 | 20.02 |
| a211oi_1 | 16 | 120.1 |
| buf_4 | 2 | 15.01 |
| mux2i_1 | 16 | 160.2 |
==> area by class of cell <==
cell class	instances	area [um^2]	area share
multi-input cells	75	561.8	0.3877
well taps	46	57.56	0.03972
repair buffers	85	829.5	0.5725
==> routing by layer <==
metal | GRT usage | share of wire
met1 | 0.1061 | 0.44
met2 | 0.1292 | 0.43
met3 | 0.04091 | 0.13
met4 | 0 | 0
met5 | 0 | 0
==> repair_timing <==
action,4_1_cts,5_1_grt
hold endpoints to repair,0,0
endpoints found under the setup margin,32,14
setup buffers,1,3
cloned,0,0
gates resized,34,10
hold buffers,0,0
pin swaps,6,5
==> where the power goes <==
group / total (mW) / internal [mW] / switching (mW)
registers: 0 / 0 / 0
clock network: 0 / 0 / 0
logic: 0.258 / 0.169 / 0.0889
total: 0.258 / 0.169 / 0.0889
==> per-stage QoR <==
step | TNS (ns) | util | power (mW) | instance area [um^2] | setup slack, ns
after CTS | -0.009807 | 0.4103 | 0.2611 | 1401 | -0.009807
after global placement | -11.71 | 0.4088 | 0.2678 | 1396 | -0.4603
after floorplan | 0 | - | 0.09843 | 638.1 | 0.5182
after detailed placement | -12.03 | 0.4088 | 0.2694 | 1396 | -0.4957
after global routing | -0.1223 | 0.4242 | 0.2833 | 1449 | -0.04796
final | 0 | 0.4242 | 0.2583 | 1449 | 0.005944
==> kinds of logic (layout without fill, tap and decap cells) <==
family,Yosys count,in the layout,share of synthesized area
multiplexers,16,16,0.2510
AND-OR/OR-AND,24,24,0.2667
buffers and inverters,10,85,0.1490
AND/OR/NAND/NOR,35,35,0.3333
==> layout by cell type (no fill, tap or decap), types with 2 or more instances in the layout <==
master,netlist,layout
clkdlybuf4s50_1,0,36
dlygate4sd2_1,0,18
a211oi_1,16,16
mux2i_1,16,16
buf_4,2,13
dlymetal6s2s_1,0,10
nand2b_1,9,8
nor2b_1,8,8
nor2_1,8,8
and2_1,8,7
o22ai_1,8,7
buf_2,1,3
buf_6,5,3
buf_12,0,2
==> how the worst min path moves through the flow <==
stage | depth (start not counted) | end | slack (ns)
6_report | 4 | data_o[15] | 1.24
5_1_grt | 3 | data_o[7] | 1.34
4_1_cts | 4 | data_o[16] | 1.31
No activity file was given, so power comes from the tool's default toggle rates.
