==> design.v <==
package gf_pkg;
   parameter N_LEN	= 255;
   parameter K_LEN	= 239;
   parameter ROOTS_NUM  = N_LEN-K_LEN;
   parameter T_LEN	= ROOTS_NUM / 2;
   parameter SYMB_WIDTH = 8;
   parameter POLY	= 285;
   parameter SYMB_NUM	= 2 ** SYMB_WIDTH;
   parameter FIELD_CHARAC = SYMB_NUM - 1;
   parameter BUS_WIDTH_IN_SYMB = 4;
   parameter [SYMB_WIDTH-1:0] FIRST_ROOT = 1;
   parameter LEN_WIDTH = $clog2(T_LEN+1);
   parameter ROOTS_PER_CYCLE__CHIEN = 16;
   parameter ROOTS_NUM__CHIEN = SYMB_NUM - 2;
   parameter NON_VALID__CHIEN = ROOTS_NUM__CHIEN % ROOTS_PER_CYCLE__CHIEN; 
   parameter CYCLES_NUM__CHIEN = (NON_VALID__CHIEN != 0) ? ((ROOTS_NUM__CHIEN / ROOTS_PER_CYCLE__CHIEN) + 1) : (ROOTS_NUM__CHIEN/ROOTS_PER_CYCLE__CHIEN);   
   parameter CNTR_WIDTH__CHIEN = $clog2(CYCLES_NUM__CHIEN);
   parameter FF_STEP__CHIEN_POLY_EVAL = 1;
   parameter FF_NUM__CHIEN_POLY_EVAL = (T_LEN/FF_STEP__CHIEN_POLY_EVAL)-1;
   parameter FF_STEP__CHIEN_BIT_CONV = T_LEN / 3;
   parameter FF_NUM__CHIEN_BIT_CONV = (T_LEN/FF_STEP__CHIEN_BIT_CONV)-1;
   typedef logic [SYMB_WIDTH-1:0] alpha_to_symb_t [SYMB_NUM-1:0];
   typedef logic [SYMB_WIDTH-1:0] all_alpha_t [SYMB_NUM-2:0];
   typedef logic [SYMB_WIDTH-1:0] alpha_t;
   typedef logic [SYMB_WIDTH-1:0] symb_t;
   typedef logic [SYMB_WIDTH-1:0] poly_t [T_LEN:0];
   typedef poly_t poly_array_t [ROOTS_NUM:0];
   typedef poly_t poly_array_q_t [ROOTS_NUM:1];
   function alpha_to_symb_t gen_alpha_to_symb();
      for(int i = 0; i < SYMB_NUM; ++i) begin
	 if(i == 0)
	   gen_alpha_to_symb[0] = 1;
	 else begin
	    if (gen_alpha_to_symb[i-1][SYMB_WIDTH-1])
	      gen_alpha_to_symb[i] = (gen_alpha_to_symb[i-1] << 1) ^ POLY[SYMB_WIDTH-1:0];
	    else
	      gen_alpha_to_symb[i] = (gen_alpha_to_symb[i-1] << 1);
	 end
      end  
   endfunction  
   function symb_t alpha_to_symb(alpha_t alpha);
      alpha_to_symb_t alpha_to_symb_tbl;
      alpha_to_symb_tbl = gen_alpha_to_symb();
      alpha_to_symb	= alpha_to_symb_tbl[alpha];
   endfunction  
   function alpha_to_symb_t gen_symb_to_alpha ();
      alpha_to_symb_t alpha_to_symb_tbl;
      alpha_to_symb_tbl = gen_alpha_to_symb();
      gen_symb_to_alpha[0] = 0;	 
      for(int i = 0; i < SYMB_NUM; ++i) begin
	 gen_symb_to_alpha[alpha_to_symb_tbl[i]] = i[SYMB_WIDTH-1:0];
      end
   endfunction  
   function alpha_t symb_to_alpha(symb_t symb);
      alpha_to_symb_t symb_to_alpha_tbl;
      symb_to_alpha_tbl = gen_symb_to_alpha();
      symb_to_alpha	= symb_to_alpha_tbl[symb];
   endfunction  
   function symb_t gf_mult(symb_t symb_a, symb_t symb_b);
      alpha_t alpha_a, alpha_b, alpha_sum;      
      alpha_a = symb_to_alpha(symb_a);
      alpha_b = symb_to_alpha(symb_b);
      alpha_sum = (alpha_a + alpha_b) % FIELD_CHARAC;
      if((symb_a == 0) || (symb_b == 0))
	gf_mult = 0;
      else
	gf_mult = alpha_to_symb(alpha_sum);
   endfunction  
   function symb_t gf_div(symb_t dividend, symb_t divider);
      alpha_t alpha_dividend, alpha_divider, alpha_diff, alpha_diff_test;
      alpha_dividend = symb_to_alpha(dividend);
      alpha_divider = symb_to_alpha(divider);
      alpha_diff = (alpha_dividend + FIELD_CHARAC - alpha_divider) % FIELD_CHARAC;
      if(dividend == 0)
	gf_div = 0;
      else
	gf_div = alpha_to_symb(alpha_diff);
   endfunction  
   function all_alpha_t gen_pow_first_root();
      for(logic[SYMB_WIDTH-1:0] i = 0; i < N_LEN; ++i) begin
	 gen_pow_first_root[i] = (FIRST_ROOT * i) % FIELD_CHARAC;
      end
   endfunction  
   function all_alpha_t gen_pow_first_root_min1();
      for(logic[SYMB_WIDTH-1:0] i = 0; i < N_LEN; ++i) begin
	 gen_pow_first_root_min1[i] = ((FIRST_ROOT-1) * i) % FIELD_CHARAC;
      end
   endfunction  
   function all_alpha_t gen_pow_first_root_neg();
      for(logic[SYMB_WIDTH-1:0] i = 0; i < N_LEN; ++i) begin
	 gen_pow_first_root_neg[i] = FIRST_ROOT*(FIELD_CHARAC-i) % FIELD_CHARAC;
      end
   endfunction  
   function symb_t pow_first_root(symb_t power);
      all_alpha_t pow_first_root_tbl;
      pow_first_root_tbl	= gen_pow_first_root();
      pow_first_root		= alpha_to_symb(pow_first_root_tbl[power]);      
   endfunction  
   function symb_t pow_first_root_neg(symb_t power);
      all_alpha_t pow_first_root_tbl;
      pow_first_root_tbl	= gen_pow_first_root_neg();
      pow_first_root_neg	= alpha_to_symb(pow_first_root_tbl[power]);
   endfunction  
   function symb_t pow_first_root_min1(symb_t power);
      all_alpha_t pow_first_root_tbl;
      pow_first_root_tbl	= gen_pow_first_root_min1();
      pow_first_root_min1	= alpha_to_symb(pow_first_root_tbl[power]);
   endfunction  
   function symb_t gf_mult_power(symb_t symb_a, symb_t root, alpha_t power_x);
      alpha_t alpha_a, alpha_x, alpha_sum, alpha_x_power;
      alpha_a = symb_to_alpha(symb_a);
      alpha_x = symb_to_alpha(root);
      alpha_x_power = (alpha_x * power_x) % FIELD_CHARAC;
      alpha_sum = (alpha_a + alpha_x) % FIELD_CHARAC;
      if((symb_a == 0) || (root == 0))
	gf_mult_power = 0;
      else
	gf_mult_power = alpha_to_symb(alpha_sum);
   endfunction  
   function symb_t gf_inv(symb_t symb);
      alpha_t alpha_inv;
      alpha_inv = SYMB_NUM - 1 - symb_to_alpha(symb);
      gf_inv	= alpha_to_symb(alpha_inv);
   endfunction  
   function symb_t gf_poly_eval(poly_t poly, symb_t symb);
      logic [SYMB_WIDTH-1:0] gf_mult_intrm[T_LEN-1:0];
      logic [SYMB_WIDTH-1:0] xor_intrm[T_LEN-1:0];
      for(int i = 0; i < T_LEN; ++i) begin
	 if(i == 0) begin
	    gf_mult_intrm[i]	= gf_mult(poly[T_LEN],symb);
	 end
	 else
	   gf_mult_intrm[i]	= gf_mult(xor_intrm[i-1], symb);
	 xor_intrm[i]		= gf_mult_intrm[i] ^ poly[T_LEN-1-i];
      end
      gf_poly_eval = xor_intrm[T_LEN-1];
   endfunction  
   function poly_t gf_poly_mult(poly_t poly_a, poly_t poly_b);
      for(int i = 0; i < ROOTS_NUM; ++i)
	gf_poly_mult[i] = gf_mult(poly_a[i], poly_b[i]);
   endfunction  
   function poly_t gf_poly_mult_scalar(poly_t poly_a, symb_t symb);
      for(int i = 0; i < ROOTS_NUM; ++i)
	gf_poly_mult_scalar[i] = gf_mult(poly_a[i], symb);
   endfunction  
   function symb_t gf_poly_sum(poly_t poly_a);
      logic [SYMB_WIDTH-1:0] xor_intrm [ROOTS_NUM-1:1];
      for(int i = 1; i < ROOTS_NUM; ++i) begin
	 if(i == 1)
	   xor_intrm[i] = poly_a[1] ^ poly_a[0];
	 else
	   xor_intrm[i] = poly_a[i] ^ xor_intrm[i-1];
      end
      gf_poly_sum = xor_intrm[ROOTS_NUM-1];
   endfunction  
   function poly_t gf_poly_add(poly_t poly_a, poly_t poly_b);
      for(int i = 0; i < ROOTS_NUM; ++i)
	gf_poly_add[i] = poly_a[i] ^ poly_b[i];
   endfunction  
   function poly_t gf_poly_mult_x(poly_t poly);
      for(int i = 0; i < ROOTS_NUM; ++i) begin
      	if(i == 0)
      	  gf_poly_mult_x[i] = '0;
      	else
      	  gf_poly_mult_x[i] = poly[i-1];
      end
   endfunction  
   function poly_t gf_poly_inv(poly_t poly_in);
      for(int i = 0; i < ROOTS_NUM; ++i)
	gf_poly_inv[i] = gf_inv(poly_in[i]);
   endfunction  
endpackage  
module lib_ffs
  #(
    parameter LSB_MSB = 0,
    parameter WIDTH = 4
    )
   (
    input [WIDTH-1:0] 	     vect,
    input [WIDTH-1:0] 	     base,
    output logic [WIDTH-1:0] vect_ffs
    );
   logic [WIDTH-1:0] 	     vect_inrm;
   logic [WIDTH*2-1:0] 	     in_2x;
   logic [WIDTH*2-1:0] 	     out_2x;
   logic [WIDTH-1:0] 	     vect_ffs_inrm;
   always_comb begin
      if(LSB_MSB != 0) begin
	 vect_inrm	= vect;
	 vect_ffs	= vect_ffs_inrm;
      end
      else begin
	 for(int i = 0; i < WIDTH; ++i) begin
	    vect_inrm[i]	= vect[WIDTH-1-i];
	    vect_ffs[i]		= vect_ffs_inrm[WIDTH-1-i];
	 end	  
      end
   end  
   always_comb begin
      in_2x		= {vect_inrm, vect_inrm};
      out_2x		= in_2x & ~(in_2x - { {WIDTH{1'b0}},base } );
      vect_ffs_inrm	= out_2x[WIDTH-1:0] | out_2x[WIDTH*2-1:WIDTH];
   end
endmodule  
==> run.sh <==
#!/bin/bash
# OpenROAD 26Q1-2900-gdf79404cd8, Yosys 0.63+post, stock flow scripts
make -C /OpenROAD-flow-scripts/flow DESIGN_CONFIG=/design/flow/config.mk WORK_HOME=/design/flow/orfs finish
==> config.mk <==
export PLATFORM = sky130hd
export DESIGN_NAME = lib_ffs
export DESIGN_NICKNAME = lib_ffs
export VERILOG_FILES = /design/flow/design.v
export SDC_FILE = /design/flow/constraint.sdc
export NUM_CORES = 4
export LEC_CHECK = 1
export CORE_AREA = 10 10 70 70
export DIE_AREA = 0 0 80 80
==> constraint.sdc <==
current_design lib_ffs

set clk_period 3.3
set clk_io_pct 0.2

create_clock -name clk0 -period $clk_period

set non_clock_inputs [all_inputs -no_clocks]
set_input_delay [expr $clk_period * $clk_io_pct] -clock clk0 $non_clock_inputs
set_output_delay [expr $clk_period * $clk_io_pct] -clock clk0 [all_outputs]
==> notes.md <==
impl run done, here's what came out: Worst EP required around 2.6 ns, final setup fails 0, top cells by count inv_1 (4), ha_1 (3), o21a_1 (3), nor2b_1 (2), f_max approximately 310 MHz, global route total overflow 0, biggest area cells ha_1 (20%), o21a_1 (12%), fa_1 (11%), inv_1 (8.1%), nor2b_1 (6.7%), DR WL/cell between 9 and 10 um, layout cells sized above 1 between 30 and 40%, DRC 0, placed cell area roughly 400 um2, yosys stat chip area 186 um2, VDD IR max between 0.02 and 0.03 mV, Core Region approximately 3400 um2, top-count cell post-synth inv_1, relative slew slack between 80% and 90%, Critical Path Start Type input port, Yosys Instances 24, WL final between 800 and 900 um, Area Overhead vs Synth 156%, Die Y about 80 um, WS Path Type in2out, Hold-fix buffers, CTS 0, GP Congestion 0.831, gr usage total 2.64%, clkbuf count 0, Flops 0, CP endpoint vect_ffs[1], IO buf count 12, tool warnings 32, FP Core Util roughly 5.5%, row cnt 21, initial antenna violation count 0, Die W approximately 80 um, synthesized area per cell a little under 8 um2, sequential share of the synthesized area 0%, Cells after DPL 87, period utilization between 90% and 100%, share of the synthesized area in the top cell type 20.1%, CP Data Arrival Time between 2 and 3 ns, Via density between 2 and 3, largest net degree at the start of global routing 5, 1st-iter DRT viols 14, Min Clock Period, post-route roughly 3.2 ns, Power Dens Cells 140 nW/um2, first-pass GRT wire length between 1 and 1.5 mm, max-cap viol count 0, Final Instance Area around 480 um2, post-synth top area cell ha_1, First-pass DRT Iterations 4, vias in the first global route slightly below 300, die area between 6000 and 7000 um2, Final Non-Filler Cells 90, max-slew violations 0, Top Ports 12, ANT nets after route 0, dpl hpwl slightly above 600 um, Unique masters post-synth 16, post-synthesis cell count 24, Register Area 0 um2, Post-Syn Area around 190 um2, Hold/Removal Path Class in2out, DR vias approximately 250, P_leak about 0.23 nW, antenna cells 0, Hold Violations, Final 0, RSZ-0062 raised after global routing false, crit end category output port, Worst Setup SP base[1], slew at the pin with the worst max-slew slack 0.265 ns, outcome completed, layout filler cell count 398, Yosys warnings 1, Crit Path Max Fanout 2
==> cell usage in the layout, fill, tap and decap left out, drive strengths merged <==
cell           Yosys  routed
a211oi             1       1
a21oi              1       1
and2b              1       1
buf                0       8
clkdlybuf4s50      0       6
dlygate4sd2        0       2
dlymetal6s2s       0       4
fa                 1       1
ha                 3       3
inv                4       4
nand2              1       1
nor2b              3       3
nor4               1       1
nor4b              1       1
o21a               3       3
o21ai              2       2
o31a               1       1
xnor2              1       1
==> where the power goes <==
| group | switching, W | internal (W) | leakage (nW) | total (W) |
|---|---|---|---|---|
| Sequential | 0 | 0 | 0 | 0 |
| Combinational | 0.0000253 | 0.0000416 | 0.232 | 0.0000669 |
| Clock | 0 | 0 | 0 | 0 |
| Total | 0.0000253 | 0.0000416 | 0.232 | 0.0000669 |
==> layer usage <==
metal | part of all wire, % | vias up | GRT usage, %
li1 | - | 125 | -
met1 | 51 | 115 | 4.31
met2 | 31 | 14 | 2.89
met3 | 18 | 0 | 1.48
met4 | 0 | 0 | 0
met5 | 0 | - | 0
==> cell type report <==
class              count  area [um2]  area share, %
multi-input cells     20         218           45.5
repair buffers        20         188           39.3
well taps             46        57.6           12.0
inverters              4        15.0           3.14
==> worst min-delay path by stage <==
| stage | from | endpoint | slack (ns) | cells past startpoint |
|---|---|---|---|---|
| 6_report | vect[2] | vect_ffs[2] | 1.90 | 4 |
| 5_1_grt | vect[2] | vect_ffs[2] | 1.97 | 4 |
| 4_1_cts | vect[2] | vect_ffs[2] | 2.24 | 4 |
==> critical path, cell delays in order <==
cell and delay, ns:
clkdlybuf4s50_1 0.47, fa_2 0.38, and2b_1 0.23, o21ai_2 0.08, nor4b_2 0.16, o31a_1 0.31
dlygate4sd2_1 0.25
==> cells by family after synthesis <==
kind of cell	after synthesis	share of synthesized area, %
compound gates	8	30.9
xor+xnor	1	4.70
fa+ha+maj	4	30.9
buf+inv	4	8.05
simple gates	7	25.5
==> stage by stage <==
step	total power (W)	setup TNS (ns)	worst slack, ns	hold slack (ns)	util [%]
floorplan	0.0000224	0	0.836	1.38	-
global placement	0.0000537	-0.155	-0.133	2.28	11.8
detailed placement	0.0000551	-0.207	-0.155	2.28	11.8
CTS	0.0000594	0	0.00588	2.24	12.4
global route	0.0000751	0	0.00628	1.97	14.0
finish	0.0000669	0	0.109	1.90	14.0
==> repair_timing <==
action                                  CTS  global route
endpoints found under the setup margin    3             4
pin swaps                                 1             5
resized                                   6             9
endpoints found under the hold margin     0             0
buffers inserted                          1             2
Power figures rest on the tool's default switching activity, not on a simulated workload.
